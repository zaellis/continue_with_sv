### design.v
`timescale 1ns/1ps
module top
(
   input wire clk,                      
   input wire n_rst,                    
   output reg [7:0] led,                
   input wire usb_rx,                   
   output wire usb_tx                   
);
   assign usb_tx = usb_rx;              
   always @ (posedge n_rst) begin
      led <= led + 1;
   end
endmodule
### run.sh
#!/bin/bash
# OpenROAD 26Q1-2900-gdf79404cd8, Yosys 0.63+post, stock flow scripts
make -C /OpenROAD-flow-scripts/flow DESIGN_CONFIG=/design/flow/config.mk WORK_HOME=/design/flow/orfs finish
### config.mk
export PLATFORM = sky130hd
export DESIGN_NAME = top
export DESIGN_NICKNAME = top
export VERILOG_FILES = /design/flow/design.v
export SDC_FILE = /design/flow/constraint.sdc
export NUM_CORES = 4
export LEC_CHECK = 1
export CORE_AREA = 10 10 70 70
export DIE_AREA = 0 0 80 80
### constraint.sdc
current_design top

set clk_period 1.6
set clk_io_pct 0.2

create_clock -name clk0 -period $clk_period [get_ports {n_rst}]

set non_clock_inputs [all_inputs -no_clocks]
set_input_delay [expr $clk_period * $clk_io_pct] -clock clk0 $non_clock_inputs
set_output_delay [expr $clk_period * $clk_io_pct] -clock clk0 [all_outputs]
==> results.sh <==
# yosys + openroad results
export IMPL_aoi_share_pct=0
export IMPL_fp_util_pct=8.315
export IMPL_n_fill_cell=401
export IMPL_maxCapViolCount=0
export IMPL_fin_ws_ns=0.09951
export IMPL_netlist_top_cells_count="8 x dfxtp_1, 3 x xnor2_1, 3 x xor2_1"
export IMPL_edf_count=0
export IMPL_root_buffer="clkbuf_4"
export IMPL_fin_crit_sh_pct=93.78
export IMPL_syn2layout_area_growth_pct=53.74
export IMPL_startpoint_type="flop"
export IMPL_yosysChipArea_sq_um=284.0
export IMPL_clk_path_buf_depth=2
export IMPL_cp_cell_sequence="clkdlybuf4s50_1"
export IMPL_cp_arrival_ns=1.18
export IMPL_hp_class="reg2reg"
export IMPL_regToRegSetupSlack_ns=0.61
export IMPL_worst_path_stages=1
export IMPL_ff2ff_path_depth=3
export IMPL_cts_made_buffers=3
export IMPL_critPathSlowestCell="clkdlybuf4s50_1"
export IMPL_yosys_area_top_type_share_pct=56.39
export IMPL_ys_sh_simple_pct=16.74
export IMPL_largest_reg_flops=8
export IMPL_hold_buffers=0
export IMPL_antenna_cells=0
export IMPL_place_gp_congestion=0.6939
export IMPL_relSlewSlack_pct=86.68
export IMPL_grt_pass1_vias=238
export IMPL_ctsHtreeMaxLevel=1
export IMPL_syn_inst=25
export IMPL_tns_ns=0
export IMPL_path_buffers=1
export IMPL_track_usage_pct=2.210
export IMPL_drcViolationCount=0
export IMPL_crit_type="reg2out"
export IMPL_cts_setup_buffers=0
export IMPL_drive_above_1_share_pct=14.29
export IMPL_cpPeakStageDelay_ns=0.52
export IMPL_die_x_microns=80
export IMPL_vias_per_cell=2.395
export IMPL_hold_depth=1
export IMPL_seqCellArea_sq_um=160.2
export IMPL_min_period_ns=1.500
export IMPL_max_flop_register="led"
export IMPL_core_sq_um=3416
export IMPL_clk_latency_ns=0.25
export IMPL_xor_area_share_pct=18.50
export IMPL_comb_area_sq_um=112.6
export IMPL_worst_slew_pin_slew_ns=0.1996
export IMPL_synth_most_common_cell="dfxtp_1"
export IMPL_max_freq_ghz=0.6664
export IMPL_grt_max_degree=6
export IMPL_final_util_pct=12.78
export IMPL_ff_type="dfxtp_1"
export IMPL_ant_nets=0
export IMPL_fp_row_count=21
export IMPL_cts_resized=0
export IMPL_powerDensity_nw_per_um2=790.0
export IMPL_cts_tree="done"
export IMPL_setup_viol=0
export IMPL_first_pass_iters=2
export IMPL_vdd_drop_max_mv=0.3871
export IMPL_cts_clk_slew_worst_paths_ns=0.05
export IMPL_io_pins=12
export IMPL_finalClockSkew_ns=0.0002292
export IMPL_dr_total_vias=194
export IMPL_logic_family="XOR/XNOR gates"
export IMPL_port_buffer_count=8
export IMPL_syn_area_sq_um=284.0
export IMPL_hold_viol=0
export IMPL_ys_warn_count=1
export IMPL_seq_area_frac_synth_pct=56.39
export IMPL_routedWlPerCell_microns=7.988
export IMPL_ys_cells=25
export IMPL_async_flop_share_pct=0
export IMPL_die_area_sq_um=6400
export IMPL_total_power_mw=0.3450
export IMPL_reg_top3="led: 8 flops"
export IMPL_drtIter0Drc=6
export IMPL_grt_pass1_wl_microns=1076
export IMPL_cp_required_ns=1.28
export IMPL_synth_adder_area_share_pct=4.405
export IMPL_die_y_microns=80
export IMPL_synth_flops=8
export IMPL_syn_area_per_cell_sq_um=11.36
export IMPL_grt_ovfl_total=0
export IMPL_drt_total_wl_microns=647
export IMPL_preCtsSetupSlack_ns=0.3649
export IMPL_rsz0062_at_grt="no"
export IMPL_grt_antenna_before_repair=0
export IMPL_synth_area_leader_cell="dfxtp_1"
export IMPL_slew_violations=0
export IMPL_critPathMaxFanout=5
export IMPL_synthTopCellsByArea="dfxtp_1 56%, xnor2_1 9.3%, xor2_1 9.3%"
export IMPL_clock_sinks=8
export IMPL_power_leakage_nw=0.1558
export IMPL_warning_count=26
export IMPL_status="complete, no violations"
export IMPL_ys_types=12
export IMPL_synthMuxAreaShare_pct=0
export IMPL_path_delay_family="buffers and inverters"
export IMPL_cp_end_kind="output pin"
[kinds of logic (layout without fill, tap and decap cells)]
logic type | count (synthesis) | in the layout
AND/OR/NAND/NOR | 8 | 8
XOR/XNOR | 6 | 6
flip-flops | 8 | 8
adder cells (fa/ha/maj) | 1 | 1
buffers and inverters | 2 | 12
[final timing paths]
kind / endpoint / start
hold / removal: led[0]$_DFF_P_ / led[0]$_DFF_P_
setup reg to reg: led[7]$_DFF_P_ / led[2]$_DFF_P_
setup / recovery: led[2] / led[2]$_DFF_P_
hold reg to reg: led[0]$_DFF_P_ / led[0]$_DFF_P_
[area by class of cell]
class,count,share of cell area [%]
multi-input combinational,15,25.79
tap,46,13.18
clock buffer,3,5.158
inverter,1,0.8596
timing repair buffer,8,18.34
sequential,8,36.68
[layer usage]
metal	global-route usage, %	part of all wire, %	vias up
met5	0	0	-
met4	0.3521	0	0
met3	2.614	17	0
met2	2.087	26	12
met1	2.963	57	80
li1	-	-	102
[through the flow]
stage	instances	cell area [sq um]	hold slack, ns
2_1_floorplan	25	284.0	0.3819
6_report	81	436.7	0.4267
3_3_place_gp	78	414.1	0.4003
5_1_grt	81	436.7	0.4742
3_5_place_dp	78	414.1	0.4140
4_1_cts	81	436.7	0.4333
[report_power, final]
| part | internal (mW) | switching (mW) | total, mW |
|---|---|---|---|
| clock network | 0.0852 | 0.0600 | 0.145 |
| registers | 0.200 | 0 | 0.200 |
| logic | 0 | 0 | 0.0000000776 |
[layout by cell type, fill, tap and decap left out]
cell / instances
nand2_1: 2
dfxtp_1: 8
xnor2_1: 3
inv_1: 1
nand3_2: 1
clkdlybuf4s50_1: 8
nor3_2: 1
xor2_1: 3
and3_1: 1
nand3_1: 2
ha_1: 1
clkbuf_4: 3
nor2_1: 1
